**run.sh**
```bash
#!/bin/bash
# OpenROAD 26Q1-2900-gdf79404cd8, Yosys 0.63+post, stock flow scripts
make -C /OpenROAD-flow-scripts/flow DESIGN_CONFIG=/design/flow/config.mk WORK_HOME=/design/flow/orfs finish
```
**config.mk**
```make
export PLATFORM = sky130hd
export DESIGN_NAME = spi_slave_top
export DESIGN_NICKNAME = spi_slave_top
export VERILOG_FILES = /design/flow/design.v
export SDC_FILE = /design/flow/constraint.sdc
export NUM_CORES = 4
export LEC_CHECK = 1
export CORE_AREA = 10 10 113 113
export DIE_AREA = 0 0 123 123
```
**constraint.sdc**
```tcl
current_design spi_slave_top

set clk_period 2.3
set clk_io_pct 0.2

create_clock -name clk0 -period $clk_period [get_ports {clk_100mhz}]

set non_clock_inputs [all_inputs -no_clocks]
set_input_delay [expr $clk_period * $clk_io_pct] -clock clk0 $non_clock_inputs
set_output_delay [expr $clk_period * $clk_io_pct] -clock clk0 [all_outputs]
```
**design.v**
```verilog
module spi_slave (
  input  clk,
  input  sclk,
  input  mosi,
  output miso,
  input  ssel,
  output led
);
  reg [2:0] sclk_reg;
  always @(posedge clk)
    sclk_reg <= {sclk_reg[1:0], sclk};
  wire sclk_rise = (sclk_reg[2:1] == 2'b01);
  wire sclk_fall = (sclk_reg[2:1] == 2'b10);
  reg [2:0] ssel_reg;
  always @(posedge clk)
    ssel_reg <= {ssel_reg[1:0], ssel};
  wire ssel_active = ~ssel_reg[1];
  wire ssel_start_msg  = (ssel_reg[2:1] == 2'b10);
  wire ssel_end_msg  = (ssel_reg[2:1] == 2'b01);
  reg [1:0] mosi_reg;
  always @(posedge clk)
    mosi_reg <= {mosi_reg[0], mosi};
  wire mosi_data = mosi_reg[1];
  reg [2:0] bit_cnt;
  reg byte_rcvd;
  reg [7:0] byte_data_rcvd;
  always @(posedge clk)
    if (~ssel_active)
      bit_cnt <= 3'b000;
    else
      if (sclk_rise)
        begin
          bit_cnt <= bit_cnt + 3'b001;
          byte_data_rcvd <= {byte_data_rcvd[6:0], mosi_data};
        end
  always @(posedge clk)
    byte_rcvd <= ssel_active && sclk_rise && (bit_cnt == 3'b111);
  always @(posedge clk)
    if (byte_rcvd)
      led <= byte_data_rcvd[0];
  reg [7:0] cnt;
  reg [7:0] byte_sent;
  always @(posedge clk)
    if (ssel_start_msg)
      cnt <= cnt + 8'h01;
  always @(posedge clk)
    if (ssel_active)
      begin
        if (ssel_start_msg)
           byte_sent <= cnt;
        else
          if (sclk_fall)
            if (bit_cnt == 3'b000)
               byte_sent <= 8'h00;
            else
               byte_sent <= {byte_sent[6:0], 1'b0};
      end
   assign miso = byte_sent[7];
endmodule
module spi_slave_top (
  input  clk_100mhz,
  input  pi_spi_sck,
  input  pi_spi_mosi,
  output pi_spi_miso,
  input  pi_spi_ce0,
  output ok_led
  );
  spi_slave slave (
    .clk (clk_100mhz),
    .sclk (pi_spi_sck),
    .mosi (pi_spi_mosi),
    .miso (pi_spi_miso),
    .ssel (pi_spi_ce0),
    .led (ok_led)
  );
endmodule
```
==> flow_metrics.tcl <==
# implementation run metrics
set metrics [dict create \
    finalWorstSetupSlack_ps 785.4 \
    grt_max_degree 13 \
    clk_latency_ps 270 \
    p_sw_w 0.0002211 \
    seqPwrFrac_pct 52.4 \
    endpoint "ok_led" \
    dr.pass1.iters 4 \
    ys_area_um2 1110 \
    timing.fmax_mhz 660.3 \
    period_used_pct 65.85 \
    topCellsByArea "edfxtp_1, dfxtp_1, a22o_1" \
    worstSetupPathType "flip-flop to primary output" \
    crit_slowest_cell "clkdlybuf4s50_1" \
    ios 6 \
    ys_seq_share_pct 70.35 \
    wl_per_cell_um 7.112 \
    p_leak_nw 0.4991 \
    reg2reg_from "slave.ssel_reg[1]" \
    synthesis.instances 74 \
    internal_power_w 0.0009522 \
    reg_top3 "slave.byte_sent (8), slave.cnt (8)" \
    syn_to_final_growth_pct 29.09 \
    cts_resized 0 \
    power_frac_comb_pct 4.7 \
    outcome "finished, final reports clean" \
    cts_num_sinks 30 \
    antenna_cells_inserted 0 \
    slew_violations 0 \
    worstPathMaxFanout 1 \
    warnings 26 \
    h-tree-depth 2 \
    fin_crit_ps 1515 \
    relSlewSlack_pct 56.76 \
    syn_area_um2 1110 \
    floorplan.core_util_pct 10.75 \
    ys.flops 30 \
    rsz0062_at_grt "false" \
    slowest_delay_ps 460 \
    swShare_pct 18.84 \
    vias 570 \
    gp_congestion 0.7241 \
    dp_hpwl_mm 1.093 \
    worst-path-buf-inv 1 \
    critPathLaunch "slave.led" \
    finalWirelength_mm 1.586 \
    cts_tree "yes" \
    ant_nets 0 \
    pre_cts_slack_ps 896.0 \
    postSynthAreaPerCell_um2 15.00 \
    antenna_found_initial 0 \
    startpoint_type "flip-flop" \
    ir_worst_vdd_uv 224.8 \
    die_x_um 123 \
    clk_pin_slew_ps 60 \
    synth_cell_type_count 18 \
    critical_path.top_delay_family "buffers and inverters" \
    min-delay-start "slave.mosi_reg[0]" \
    fp.coreArea_um2 10320 \
    finalHoldViolCount 0 \
    yosysTopAreaCell "edfxtp_1" \
    drive_gt1_share_pct 11.49 \
    r2r_slack_ps 880 \
    drc 0 \
    io_buffers 5 \
    worstMarginPinSlew_ps 646.2 \
    p_clk_share_pct 42.9 \
    regArea_um2 780.7 \
    cts_buffer_depth 2 \
    finClkSkew_ps 8.297 \
    row_count 37 \
    fillerInstances 1137 \
    crit_arrival_ps 1050 \
    comb_area_um2 299.0 \
    r2r-end "slave.byte_sent[5]" \
    grt_use_total_pct 2.317 \
    rr_worst_depth 3 \
    path_cells "clkdlybuf4s50_1" \
    vias_per_cell 2.556 \
    critical_path_depth 1 \
    grt_pass1_vias 586 \
    total_power_w 0.001173 \
    synth_top_area_share_pct 48.70 \
    first_iter_violations 20 \
    cts_setup_buffers 0 \
    end_kind "primary output" \
    ctsHoldBuffers 0 \
    tns_ps 0 \
    maxCapViolCount 0 \
    required_ps 1840 \
    setup_violations 0 \
    holdCritPathClass "flip-flop to flip-flop" \
    ys_cells 74 \
    synth_warnings 2 \
    dieArea_um2 15130 \
    gr-total-overflow 0 \
    root_buffer "clkbuf_8" \
    grt_first_pass_wirelength_mm 2.822 \
    powerDensity_nw_per_um2 819.0 \
    fp.dieH_um 123 \
    numCtsBuffers 5 \
]
-- power groups by stage --
| stage | sequential, W | combinational (W) | clock [W] |
|---|---|---|---|
| CTS | 0.000615 | 0.0000564 | 0.000516 |
| global route | 0.000618 | 0.0000628 | 0.000542 |
| finish | 0.000615 | 0.0000554 | 0.000503 |
-- layer usage --
layer | vias up | share of wire [%] | GRT usage, %
met5 | - | 0 | 0
met4 | 0 | 1.6 | 0.4367
met3 | 4 | 9.7 | 1.388
met2 | 10 | 38 | 3.079
met1 | 269 | 50 | 3.192
li1 | 287 | - | -
-- worst min-delay path by stage --
| stage | endpoint | slack [ps] | depth (start not counted) |
|---|---|---|---|
| CTS | slave.sclk_reg[1] | 330 | 0 |
| global route | slave.sclk_reg[1] | 340 | 0 |
| finish | slave.mosi_reg[1] | 330 | 0 |
-- metrics by stage --
| step | std cells | cell area, um2 | hold slack, ps | utilization, % |
|---|---|---|---|---|
| after floorplan | 74 | 1110 | 309.6 | - |
| after global placement | 215 | 1326 | 314.0 | 12.85 |
| after detailed placement | 215 | 1326 | 313.5 | 12.85 |
| after CTS | 223 | 1433 | 328.2 | 13.88 |
| after global routing | 223 | 1433 | 337.6 | 13.88 |
| final | 223 | 1433 | 325.6 | 13.88 |
-- cell families (layout without fill, tap and decap cells) --
kind of cell | after synthesis | after routing | synth area share (%)
compound gates | 9 | 9 | 7.441
xor+xnor | 7 | 7 | 5.524
fa+ha+maj | 4 | 4 | 4.510
buf+inv | 6 | 19 | 2.706
flops | 30 | 30 | 70.35
mux | 2 | 2 | 1.804
simple gates | 16 | 16 | 7.667
-- cells in the final DEF (no fill, tap or decap), types with 2 or more instances in the layout --
master | synthesis | final
ha_1 | 4 | 4
clkbuf_1 | 0 | 2
dfxtp_1 | 12 | 12
mux2i_1 | 2 | 2
xnor2_1 | 6 | 6
inv_1 | 5 | 5
edfxtp_1 | 18 | 18
clkdlybuf4s50_1 | 0 | 5
and3_1 | 2 | 2
a22o_1 | 7 | 7
clkbuf_8 | 0 | 5
nor2_1 | 5 | 5
nand3_1 | 5 | 5
-- synth_stat cells --
cell and count:
a21oi_1 1, a21oi_4 1, a22o_1 7, and2_1 1, and2_2 1, and3_1 2
buf_6 1, dfxtp_1 12, edfxtp_1 18, ha_1 4, inv_1 5, mux2i_1 2
nand2b_1 1, nand3_1 5, nor2_1 5, nor2b_2 1, xnor2_1 6, xor2_1 1
-- cell type report --
| type | count | share of cell area [%] |
|---|---|---|
| clock inverter | 1 | 2.096 |
| tap | 136 | 11.88 |
| timing repair buffer | 6 | 4.017 |
| sequential | 30 | 54.50 |
| clock buffer | 7 | 5.328 |
| inverter | 5 | 1.310 |
| multi-input combinational | 38 | 20.87 |
Power and IR drop assume default switching activity.
