==> ./design.v <==
module uart_tx_8n1 (
    clk,         
    txbyte,      
    senddata,    
    txdone,      
    tx,          
    );
    input clk;
    input[7:0] txbyte;
    input senddata;
    output txdone;
    output tx;
    parameter STATE_IDLE=8'd0;
    parameter STATE_STARTTX=8'd1;
    parameter STATE_TXING=8'd2;
    parameter STATE_TXDONE=8'd3;
    reg[7:0] state=8'b0;
    reg[7:0] buf_tx=8'b0;
    reg[7:0] bits_sent=8'b0;
    reg txbit=1'b1;
    reg txdone=1'b0;
    assign tx=txbit;
    always @ (posedge clk) begin
        if (senddata == 1 && state == STATE_IDLE) begin
            state <= STATE_STARTTX;
            buf_tx <= txbyte;
            txdone <= 1'b0;
        end else if (state == STATE_IDLE) begin
            txbit <= 1'b1;
            txdone <= 1'b0;
        end
        if (state == STATE_STARTTX) begin
            txbit <= 1'b0;
            state <= STATE_TXING;
        end
        if (state == STATE_TXING && bits_sent < 8'd8) begin
            txbit <= buf_tx[0];
            buf_tx <= buf_tx>>1;
            bits_sent = bits_sent + 1;
        end else if (state == STATE_TXING) begin
            txbit <= 1'b1;
            bits_sent <= 8'b0;
            state <= STATE_TXDONE;
        end
        if (state == STATE_TXDONE) begin
            txdone <= 1'b1;
            state <= STATE_IDLE;
        end
    end
endmodule
module uart_tx_top (
    input clk_100mhz, 
    output ok_led,
    output tx_pin
    );
    reg clk_9600 = 0;
    reg [31:0] cntr_9600 = 32'b0;
    parameter period_9600 = 5208;
    reg clk_1 = 0;
    reg [31:0] cntr_1 = 32'b0;
    parameter period_1 = 50000000;
    parameter ASCII_0 = 8'd48;
    parameter ASCII_9 = 8'd57;
    reg [7:0] uart_txbyte = ASCII_0;
    reg uart_send = 1'b1;
    wire uart_txed;
    reg ledval = 0;
    uart_tx_8n1 transmitter (
        .clk (clk_9600),
        .txbyte (uart_txbyte),
        .senddata (uart_send),
        .txdone (uart_txed),
        .tx (tx_pin)
    );
    assign ok_led=ledval;
    always @ (posedge clk_100mhz) begin
        cntr_9600 <= cntr_9600 + 1;
        if (cntr_9600 == period_9600) begin
            clk_9600 <= ~clk_9600;
            cntr_9600 <= 32'b0;
        end
        cntr_1 <= cntr_1 + 1;
        if (cntr_1 == period_1) begin
            clk_1 <= ~clk_1;
            cntr_1 <= 32'b0;
        end
    end
    always @ (posedge clk_1 ) begin
        ledval <= ~ledval;
        if (uart_txbyte == ASCII_9) begin
            uart_txbyte <= ASCII_0;
        end else begin
            uart_txbyte <= uart_txbyte + 1;
        end
    end
endmodule
==> ./run.sh <==
#!/bin/bash
# OpenROAD 26Q1-2900-gdf79404cd8, Yosys 0.63+post, stock flow scripts
make -C /OpenROAD-flow-scripts/flow DESIGN_CONFIG=/design/flow/config.mk WORK_HOME=/design/flow/orfs finish
==> ./config.mk <==
export PLATFORM = sky130hd
export DESIGN_NAME = uart_tx_top
export DESIGN_NICKNAME = uart_tx_top
export VERILOG_FILES = /design/flow/design.v
export SDC_FILE = /design/flow/constraint.sdc
export NUM_CORES = 4
export LEC_CHECK = 1
export CORE_UTILIZATION = 50
==> ./constraint.sdc <==
current_design uart_tx_top

set clk_period 5.3
set clk_io_pct 0.2

create_clock -name clk0 -period $clk_period [get_ports {clk_100mhz}]

set non_clock_inputs [all_inputs -no_clocks]
set_input_delay [expr $clk_period * $clk_io_pct] -clock clk0 $non_clock_inputs
set_output_delay [expr $clk_period * $clk_io_pct] -clock clk0 [all_outputs]
==> results.txt <==
The following summarizes the physical implementation.

GRT
The global-route usage over all layers is 17.24%. The remaining global-route overflow is 0. The number of global-route vias before repair is 2554. The largest net degree at the start of global routing is 27. The initial antenna violation count came to 0. The first global-routing pass estimated 11740 µm of wire.

Finish
Compared with the post-synthesis result, the final layout area differs by 9.135%. The ratio of cells with drive above 1 in the final layout is 7.637%. The post-route cell area is 4529 µm².

Detailed routing
The count of TritonRoute iterations in the first routing pass is 4. The initial detailed-routing violation count is 98. The post-detailed-route wirelength per cell is 12.51 µm. The script parses the final routing iteration and logs DRC violations as 0. The via density per instance is 5.251. The antenna diode count is 0. Per the post-route antenna check, the number of violating nets is 0. The total via count in the routed design is 2736.

The overall routed net length is 6518 µm.

Power and ir drop
Registers are responsible for 49.1% of the overall power. In this run switching power makes up 18.87% of total power. The peak supply drop is 0.1588 mV. Summed over all cells, the static leakage comes to 1.565 nW.

The reported net switching power is 191.6 µW. Cell internal power was estimated by the tool at 824.1 µW. In this run, the clock network consumes 50.9% of the power. The design draws 1.016 mW. The script computed a power per unit cell area of 224.2 nW/µm².

Combinational cells account for 0% of the total power.

Synthesis
For this run, the leading register cell type out of synthesis is dfxtp_1. The share of async-settable or async-resettable flops after synthesis is 0%. The synth_stat.txt file lists the number of cells as 408. The number of flops mapped to enable cells by yosys is 18. Yosys reports a chip area of 4150 µm². The yosys warning tally is 2.

dfxtp_1 takes more of the synthesized area than any other cell. The fraction of post-synthesis cell area in the top cell type by area is 39.55%. The number of register bits inferred by synthesis is 100. The leading cell type by number of instances after synthesis is dfxtp_1. By count the netlist is led by dfxtp_1 (82), xnor2_1 (50), nor2_1 (43). The share of the yosys chip area belonging to registers is 52.58%. In the Yosys stats the netlist draws on 41 distinct library cells.

The average cell area after synthesis is 10.17 µm². The post-synthesis instance total is 408. Ranked by total cell area, the synthesized netlist is headed by dfxtp_1 (40%), edfxtp_1 (13%), xnor2_1 (11%), nand3_1 (4.1%), nor2_1 (3.9%).

The cell area after synthesis is 4150 µm².

Timing
The post-layout period usage of the worst path is 41.61%. The sum of negative setup slack is 0 ns. The number of register pins that no clock reaches is 34.

Setup repair after global routing left no endpoint under its margin. The clock period could shrink to 2.205 ns. The worst setup margin is 3.095 ns. The maximum clock frequency is 0.4534 GHz. 48 endpoints have no timing constraint. The end-of-flow timing check tallies setup violations at 0. The slew of the pin with the lowest slew margin is 0.6762 ns. In the final run the clock tree shows a worst skew of 0.008206 ns. The max-slew violation total from the final report is 0. The worst slew margin relative to its limit is 54.58%. The number of hold violations in the final report is 0.

Critical path
The highest-delay cell along the critical path is nor3_1. The required time at the endpoint of the critical path is 5.53 ns. The endpoint arrival time on the critical path is 2.43 ns. The maximum cell stage delay along the critical path is 0.62 ns. The worst setup path category is reg2reg. In this run the worst path has a maximum fanout of 9.

The sort of element at the end of the critical path is a flip-flop. The sort of element at the start of the critical path is a flip-flop. The critical path goes through inv_1 -> ha_1 -> nor4b_1 -> nand4_1 -> nor3_1 -> buf_4 -> nand3b_1 -> o21ai_1.

Clocking
The clock network latency to the later pin of the worst-skew pair is 0.34 ns. Buffers inserted to repair hold after CTS numbered 0. The H-tree level count is 3. Once the clock tree was built, the setup fixing pass inserted 0 buffers.

The tree is rooted in a clkbuf_8. The clock edge transition at the registers on the reported setup and hold paths is 0.07 ns. TritonCTS built the clock tree. The count of cells resized by post-cts repair is 0. The maximum root-to-sink buffer count is 2. Counting the buffers created by CTS gives 9.

Placed design
The sum of net half-perimeters after detailed placement is 4679 µm. The routability congestion estimate is 0.8611. Before CTS, the worst setup slack after placement is 3.068 ns.

The standard cell area after detailed placement is 4278 µm². The count of port buffers added during placement is 2.

Outcome
The run finished with clean final reports.

Floorplan
The floorplan row count is 32. According to the floorplan report, the placeable core area is 7888 µm². The x dimension of the die is 93.11 µm.

The starting density of the core is 52.62%. According to the floorplan report, the die height is 93.11 µm. The count of pins on the block boundary is 3. According to the floorplan report, the total die area is 8669 µm².

Hold path
The type of the worst min-delay path is reg2reg.

Run
The max-capacitance violation count is 0. Warnings raised by the tools during the run amount to 28.
[registers in the layout, summed over array words and instances, names as in the netlist, 8 cells and up]
| signal | count |
|---|---|
| cntr_9600 | 32 |
| transmitter.state | 8 |
| cntr_1 | 32 |
| transmitter.buf_tx | 8 |
| uart_txbyte | 8 |
| transmitter.bits_sent | 8 |
[power by group through the flow]
stage                 Combinational [mW]  Clock [mW]  Sequential [mW]
after CTS                       0.000290       0.527            0.498
final                           0.000267       0.517            0.498
after global routing            0.000454       0.549            0.498
[routing by layer]
layer / part of all wire, % / vias up / global-route usage (%)
met2: 40 / 48 / 23.90
met5: 0 / - / 0
li1: - / 1424 / -
met3: 4.8 / 10 / 2.399
met4: 1.5 / 0 / 2.692
met1: 53 / 1254 / 30.63
[path summary, 6_finish.rpt]
| check | start | end | slack (ns) | depth (start not counted) |
|---|---|---|---|---|
| setup / recovery | cntr_1[0] | cntr_1[20] | 3.09 | 8 |
| setup reg to reg | cntr_1[0] | cntr_1[20] | 3.09 | 8 |
| hold reg to reg | cntr_1[22] | cntr_1[22] | 0.46 | 1 |
| hold / removal | cntr_1[22] | cntr_1[22] | 0.46 | 1 |
[per-stage QoR]
step	cells	hold WS (ns)	util [%]
finish	521	0.4599	57.42
global route	521	0.4801	57.42
CTS	521	0.4642	57.42
detailed placement	505	0.4483	54.24
global placement	505	0.4435	54.24
floorplan	411	0.4271	-
[layout make-up]
| cell class | count | area [µm²] |
|---|---|---|
| clock buffers | 10 | 137.6 |
| clock inverters | 6 | 113.9 |
| fillers | 648 | 3358 |
| inverters | 13 | 48.80 |
| multi-input cells | 286 | 1884 |
| flip-flops and latches | 100 | 2182 |
| well taps | 102 | 127.6 |
| repair buffers | 4 | 35.03 |
[cell usage in the layout (no fill, tap or decap), types with 13 or more instances in the layout]
cell	n
nor3_1	13
nor2_1	43
inv_1	13
and3_1	17
nand2_1	25
nand4_1	18
edfxtp_1	18
nand3_1	34
dfxtp_1	82
xor2_1	16
xnor2_1	50
[cells by family (layout without fill, tap and decap cells)]
logic type / Yosys count / after routing / share of synthesized area [%]
adder cells (fa/ha/maj): 7 / 7 / 2.110
XOR/XNOR: 66 / 66 / 13.93
AND/OR/NAND/NOR: 193 / 193 / 25.59
flip-flops: 100 / 100 / 52.58
multiplexers: 8 / 8 / 2.141
buffers and inverters: 25 / 33 / 2.291
other: 1 / 4 / 0.09036
AND-OR/OR-AND: 8 / 8 / 1.266
[worst max-delay path: cells and delay by family (launching register included)]
family	cells	cell delay, ns
compound gates	1	0.06
fa+ha+maj	1	0.14
buf+inv	2	0.36
flops	1	0.34
simple gates	4	1.18
No activity file was given, so power comes from the tool's default toggle rates.
