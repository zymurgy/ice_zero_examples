`design/flow/config.mk`:
```
export PLATFORM = sky130hd
export DESIGN_NAME = blink
export DESIGN_NICKNAME = blink
export VERILOG_FILES = /design/flow/design.v
export SDC_FILE = /design/flow/constraint.sdc
export NUM_CORES = 4
export LEC_CHECK = 1
export CORE_AREA = 10 10 104 104
export DIE_AREA = 0 0 114 114
```
`design/flow/constraint.sdc`:
```
current_design blink

set clk_period 4.6
set clk_io_pct 0.2

create_clock -name clk0 -period $clk_period [get_ports {clk_100mhz}]

set non_clock_inputs [all_inputs -no_clocks]
set_input_delay [expr $clk_period * $clk_io_pct] -clock clk0 $non_clock_inputs
set_output_delay [expr $clk_period * $clk_io_pct] -clock clk0 [all_outputs]
```
`design/flow/design.v`:
```
module blink (
  input clk_100mhz,
  output ok_led
);
  reg [25:0] counter;
  always @(posedge clk_100mhz) counter <= counter + 1;
  assign ok_led = counter[25];
endmodule
```
`design/flow/run.sh`:
```
#!/bin/bash
# OpenROAD 26Q1-2900-gdf79404cd8, Yosys 0.63+post, stock flow scripts
make -C /OpenROAD-flow-scripts/flow DESIGN_CONFIG=/design/flow/config.mk WORK_HOME=/design/flow/orfs finish
```
==> impl_metrics.env <==
# flow metrics
export IMPL_dieArea_sq_mm=0.0130
export IMPL_top_cell_type_by_instance_count_after_synthesis="dfxtp_1"
export IMPL_slowest_stage="clkdlybuf4s50_1"
export IMPL_power_density_mw_per_mm2=333
export IMPL_dominant_cell_area_share=0.514
export IMPL_diodes=0
export IMPL_synth_lib_cells_used_distinct=19
export IMPL_yosys_stat_cells=96
export IMPL_layout_cells_non_filler=208
export IMPL_floorplan_die_width_um=114
export IMPL_registers_top_by_ff_count="counter"
export IMPL_initial_core_util=0.117
export IMPL_htree_levels=1
export IMPL_synth_area_sq_mm=0.00101
export IMPL_worst_setup_path_end_kind="output pin"
export IMPL_antenna_violating_nets_post_route=0
export IMPL_synth_top_cells_by_count="dfxtp_1, xnor2_1, nand2_1"
export IMPL_worstSetupPathType="register to output pin"
export IMPL_async_flop_share=0
export IMPL_clk_pin_slew_ns=0.09
export IMPL_fin_crit_sh=0.435
export IMPL_cts_buffers=3
export IMPL_clock_sinks=26
export IMPL_ios=2
export IMPL_hp_class="register to register"
export IMPL_setup_tns_ns=0
export IMPL_ys_flop_type="dfxtp_1"
export IMPL_final_count_of_negative_setup_slack_endpoints=0
export IMPL_timing_hold_violations_final=0
export IMPL_drc_errors=0
export IMPL_io_buffer_count=1
export IMPL_largest_reg_flops=26
export IMPL_gate_power_share=0
export IMPL_tightestPinTransition_ns=0.396
export IMPL_dpl_cell_count=204
export IMPL_detailedRoute_firstIterationViolations=25
export IMPL_slowest_delay_ns=0.47
export IMPL_timing_critical_path_arrival_ns=1.08
export IMPL_crit_fanout=2
export IMPL_path_delay_family="buffers and inverters"
export IMPL_enable_flop_cells=0
export IMPL_ir_worst_vdd_mv=0.251
export IMPL_final_setup_skew_ns=0.00751
export IMPL_synth_ff_latch_count=26
export IMPL_overflow=0
export IMPL_start_kind="register"
export IMPL_viasPerCell=3.01
export IMPL_total_leakage_power_nw=0.409
export IMPL_area_growth_pct=20.9
export IMPL_postCtsResizedCells=0
export IMPL_layout_top_registers="counter: 26 flops"
export IMPL_sequential_fraction_of_the_synthesis_area=0.514
export IMPL_post_route_cells_drive_above_1_share=0.0900
export IMPL_place_gp_congestion=0.779
export IMPL_clk_path_buf_depth=2
export IMPL_grt_max_degree=16
export IMPL_clock_power_share=0.448
export IMPL_power_switching_share=0.163
export IMPL_seq_power_share=0.552
export IMPL_postRouteWirelength_um=1320
export IMPL_clock_fmax_mhz=499
export IMPL_detailroute_via_count=627
export IMPL_grt_antenna_before_repair=0
export IMPL_first_global_vias=606
export IMPL_yosys_stat_area_sq_mm=0.00101
export IMPL_cts_root_buf="clkbuf_8"
export IMPL_floorplan_core_area_sq_mm=0.00868
export IMPL_tritoncts="yes"
export IMPL_report_final_slew_viol_count=0
export IMPL_grt_use_total=0.0222
export IMPL_yosys_top_cells_area="dfxtp_1, xnor2_1, xor2_1"
export IMPL_clock_latency_late_pin_ns=0.27
export IMPL_crit_buf_inv=1
export IMPL_yosys_warning_tally=1
export IMPL_postSynthAreaPerCell_sq_um=10.6
export IMPL_core_rowCount=34
export IMPL_postSynthCellCount=96
export IMPL_cellInternalPower_uw=341
export IMPL_stage_log_warnings=25
export IMPL_critPathRequiredTime_ns=3.68
export IMPL_grt_setup_unrepaired="no"
export IMPL_die_y_um=114
export IMPL_wl_per_cell_um=6.34
export IMPL_cap_viol_max_count=0
export IMPL_fin_crit_ns=2.00
export IMPL_relSlewSlack=0.734
export IMPL_crit_chain="clkdlybuf4s50_1"
export IMPL_post_cts_setup_buffer_count=0
export IMPL_power_net_switching_uw=66.5
export IMPL_hpwl_um=961
export IMPL_synthDominantAreaCellType="dfxtp_1"
export IMPL_wire_length_of_the_first_global_routing_pass_um=2530
export IMPL_ctsHoldBuffers=0
export IMPL_detailed_routing_iteration_count_for_the_pre_antenna_repair_pass=4
export IMPL_run_status="complete, no violations"
## metal layers
metal,track usage,wire (um),vias up
met2,0.0326,565,4
met4,0.00167,0,0
met5,0,0,-
met1,0.0311,694,288
met3,0.00904,57,0
li1,-,-,335
## cell usage in the layout, fill, tap and decap left out, types with 5 or more instances in the layout
cell type,n
dfxtp_1,26
nand2_1,8
nand3_1,7
nand4_1,7
nor2_1,5
xnor2_1,17
xor2_1,7
## cell families after synthesis
kind of cell | synth area share
xor gates and xnor gates | 0.207
adders and majority gates | 0.0123
buffers and inverters | 0.0160
DFF | 0.514
and+or+nand+nor | 0.251
## cell type report
class	count	area (sq um)
fill	992	7450
sequential	26	520
multi-input combinational	66	477
tap	108	135
clock buffer	3	41.3
clock inverter	1	30.0
inverter	3	11.3
timing repair buffer	1	10.0
## path summary, 6_finish.rpt
kind | cells after the start | from | end | slack (ns)
min reg2reg | 1 | counter[0] | counter[0] | 0.40
max reg2reg | 5 | counter[0] | counter[10] | 3.01
min | 1 | counter[0] | counter[0] | 0.40
max | 1 | counter[25] | ok_led | 2.60
## power groups by stage
| stage | registers [mW] | logic, mW | clock network, mW |
|---|---|---|---|
| CTS | 0.225 | 0.000000164 | 0.189 |
| global route | 0.225 | 0.000000164 | 0.197 |
| finish | 0.225 | 0.000000164 | 0.183 |
## through the flow
| stage | setup WS, ns | hold WS (ns) | util | total power, mW | area (sq um) |
|---|---|---|---|---|---|
| floorplan | 3.12 | 0.370 | - | 0.230 | 1010 |
| global placement | 2.89 | 0.378 | 0.133 | 0.230 | 1150 |
| detailed placement | 2.88 | 0.386 | 0.133 | 0.230 | 1150 |
| CTS | 2.57 | 0.406 | 0.141 | 0.414 | 1220 |
| global route | 2.54 | 0.431 | 0.141 | 0.422 | 1220 |
| finish | 2.60 | 0.400 | 0.141 | 0.408 | 1220 |
Power is estimated from default activity; no workload was simulated.
